==> /design/flow/design.v <==
`timescale 1ns / 1ps
module Control_Unit(
	input [15:0]IR,
	input clk, rst, CU_en,
	input [3:0]flags,
	output reg [4:0]alu_op,
	output reg immediate, bra, RD, WR, alu_en, psh, pop, hlt, mov_en,
	output reg [8:0]imm_value,
	output reg ir9sel, ir0sel,
	output reg [9:0]BADR
    );
always @(posedge clk) begin
  imm_value = IR[8:0];
  ir9sel = IR[9];
  ir0sel = IR[0];
  BADR = IR[9:0];
  if (rst != 0) begin
    		bra = 0;
		immediate = 0;
		alu_en = 0;
		RD = 0;
		WR = 0;
		psh = 0;
		pop = 0;
		hlt = 0;
		mov_en = 0;
	end
	else if(CU_en == 1'b1) begin
  case(IR[15:10])
	6'd4: begin 
		bra = 1;
		immediate = 0;
		alu_en = 0;
		RD = 0;
		WR = 0;
		psh = 0;
		pop = 0;
		hlt = 0;
		mov_en = 0;
	end
	6'd0: begin
		bra = flags[3];
		immediate = 0;
		alu_en = 0;
		RD = 0;
		WR = 0;
		psh = 0;
		pop = 0;
		hlt = 0;
		mov_en = 0;
	end
	6'd1: begin
		bra = flags[2];
		immediate = 0;
		alu_en = 0;
		RD = 0;
		WR = 0;
		psh = 0;
		pop = 0;
		hlt = 0;
		mov_en = 0;
	end
	6'd2: begin
		bra = flags[1];
		immediate = 0;
		alu_en = 0;
		RD = 0;
		WR = 0;
		psh = 0;
		pop = 0;
		hlt = 0;
		mov_en = 0;
	end 
	6'd3: begin
		bra = flags[0];
		immediate = 0;
		alu_en = 0;
		RD = 0;
		WR = 0;
		psh = 0;
		pop = 0;
		hlt = 0;
		mov_en = 0;
	end  
	6'd5: begin
		bra = 1;
		immediate = 0;
		alu_en = 0;
		RD = 0;
		WR = 0;
		psh = 0;
		pop = 0;
		hlt = 0;
		mov_en = 0;
	end
	6'd6: begin
     		bra = 1;
		immediate = 0;
		alu_en = 0;
		RD = 0;
		WR = 0;
		psh = 0;
		pop = 0;
		hlt = 0;
		mov_en = 0;
	end
	6'd7: begin
		bra = 0;
		immediate = 0;
		alu_en = 0;
		RD = 1;
		WR = 0;
		psh = 0;
		pop = 0;
		hlt = 0;
		mov_en = 0;
	end
	6'd8: begin
		bra = 0;
		immediate = 0;
		alu_en = 0;
		RD = 0;
		WR = 1;
		psh = 0;
		pop = 0;
		hlt = 0;
		mov_en = 0;
	end
	6'd9: begin
		bra = 0;
		immediate = 0;
		alu_en = 1;
		alu_op = 5'd0;
		RD = 0;
		WR = 0;
		psh = 0;
		pop = 0;
		hlt = 0;
		mov_en = 0;
	end
	6'd10: begin
		bra = 0;
		immediate = 0;
		alu_en = 1;
		alu_op = 5'd1;
		RD = 0;
		WR = 0;
		psh = 0;
		pop = 0;
		hlt = 0;
		mov_en = 0;
	end
	6'd11: begin
		bra = 0;
		immediate = 0;
		alu_en = 1;
		alu_op = 5'd2;
		RD = 0;
		WR = 0;
		psh = 0;
		pop = 0;
		hlt = 0;
		mov_en = 0;
	end
	6'd12: begin
		bra = 0;
		immediate = 0;
		alu_en = 1;
		alu_op = 5'd3;
		RD = 0;
		WR = 0;
		psh = 0;
		pop = 0;
		hlt = 0;
		mov_en = 0;
	end
	6'd13: begin
		bra = 0;
		immediate = 0;
		alu_en = 1;
		alu_op = 5'd4;
		RD = 0;
		WR = 0;
		psh = 0;
		pop = 0;
		hlt = 0;
		mov_en = 0;
	end
	6'd14: begin
		bra = 0;
		immediate = 0;
		alu_en = 1;
		alu_op = 5'd5;
		RD = 0;
		WR = 0;
		psh = 0;
		pop = 0;
		hlt = 0;
	end
	6'd15: begin
		bra = 0;
		immediate = 0;
		alu_en = 1;
		alu_op = 5'd6;
		RD = 0;
		WR = 0;
		psh = 0;
		pop = 0;
		hlt = 0;
		mov_en = 0;
	end
	6'd16: begin
		bra = 0;
		immediate = 0;
		alu_en = 1;
		alu_op = 5'd7;
		RD = 0;
		WR = 0;
		psh = 0;
		pop = 0;
		hlt = 0;
		mov_en = 0;
	end
	6'd17: begin
		bra = 0;
		immediate = 0;
		alu_en = 1;
		alu_op = 5'd8;
		RD = 0;
		WR = 0;
		psh = 0;
		pop = 0;
		hlt = 0;
		mov_en = 0;
	end
	6'd18: begin
		bra = 0;
		immediate = 0;
		alu_en = 1;
		alu_op = 5'd9;
		RD = 0;
		WR = 0;
		psh = 0;
		pop = 0;
		hlt = 0;
		mov_en = 0;
	end
	6'd19: begin
		bra = 0;
		immediate = 0;
		alu_en = 1;
		alu_op = 5'd10;
		RD = 0;
		WR = 0;
		psh = 0;
		pop = 0;
		hlt = 0;
		mov_en = 0;
	end
	6'd20: begin
		bra = 0;
		immediate = 0;
		alu_en = 1;
		alu_op = 5'd11;
		RD = 0;
		WR = 0;
		psh = 0;
		pop = 0;
		hlt = 0;
		mov_en = 0;
	end
	6'd21: begin
		bra = 0;
		immediate = 0;
		alu_en = 1;
		alu_op = 5'd12;
		RD = 0;
		WR = 0;
		psh = 0;
		pop = 0;
		hlt = 0;
		mov_en = 0;
	end
	6'd22: begin
		bra = 0;
		immediate = 0;
		alu_en = 1;
		alu_op = 5'd13;
		RD = 0;
		WR = 0;
		psh = 0;
		pop = 0;
		hlt = 0;
		mov_en = 0;
	end
	6'd23: begin
		bra = 0;
		immediate = 0;
		alu_en = 1;
		alu_op = 5'd14;
		RD = 0;
		WR = 0;
		psh = 0;
		pop = 0;
		hlt = 0;
		mov_en = 0;
	end
	6'd24: begin
		bra = 0;
		immediate = 1;
		alu_en = 1;
		alu_op = 5'd0;
		RD = 0;
		WR = 0;
		psh = 0;
		pop = 0;
		hlt = 0;
		mov_en = 0;
	end
	6'd25: begin
		bra = 0;
		immediate = 1;
		alu_en = 1;
		alu_op = 5'd1;
		RD = 0;
		WR = 0;
		psh = 0;
		pop = 0;
		hlt = 0;
		mov_en = 0;
	end
	6'd26: begin
		bra = 0;
		immediate = 1;
		alu_en = 1;
		alu_op = 5'd2;
		RD = 0;
		WR = 0;
		psh = 0;
		pop = 0;
		hlt = 0;
		mov_en = 0;
	end
	6'd27: begin
		bra = 0;
		immediate = 1;
		alu_en = 1;
		alu_op = 5'd3;
		RD = 0;
		WR = 0;
		psh = 0;
		pop = 0;
		hlt = 0;
		mov_en = 0;
	end
	6'd28: begin
		bra = 0;
		immediate = 1;
		alu_en = 1;
		alu_op = 5'd4;
		RD = 0;
		WR = 0;
		psh = 0;
		pop = 0;
		hlt = 0;
		mov_en = 0;
	end
	6'd29: begin
		bra = 0;
		immediate = 1;
		alu_en = 1;
		alu_op = 5'd5;
		RD = 0;
		WR = 0;
		psh = 0;
		pop = 0;
		hlt = 0;
		mov_en = 0;
	end
	6'd30: begin
		bra = 0;
		immediate = 1;
		alu_en = 1;
		alu_op = 5'd6;
		RD = 0;
		WR = 0;
		psh = 0;
		pop = 0;
		hlt = 0;
		mov_en = 0;
	end
	6'd31: begin
		bra = 0;
		immediate = 1;
		alu_en = 1;
		alu_op = 5'd7;
		RD = 0;
		WR = 0;
		psh = 0;
		pop = 0;
		hlt = 0;
		mov_en = 0;
	end
	6'd32: begin
		bra = 0;
		immediate = 1;
		alu_en = 1;
		alu_op = 5'd8;
		RD = 0;
		WR = 0;
		psh = 0;
		pop = 0;
		hlt = 0;
		mov_en = 0;
	end
	6'd33: begin
		bra = 0;
		immediate = 1;
		alu_en = 1;
		alu_op = 5'd9;
		RD = 0;
		WR = 0;
		psh = 0;
		pop = 0;
		hlt = 0;
		mov_en = 0;
	end
	6'd34: begin
		bra = 0;
		immediate = 1;
		alu_en = 1;
		alu_op = 5'd10;
		RD = 0;
		WR = 0;
		psh = 0;
		pop = 0;
		hlt = 0;
		mov_en = 0;
	end
	6'd35: begin
		bra = 0;
		immediate = 1;
		alu_en = 1;
		alu_op = 5'd11;
		RD = 0;
		WR = 0;
		psh = 0;
		pop = 0;
		hlt = 0;
		mov_en = 0;
	end
	6'd36: begin
		bra = 0;
		immediate = 1;
		alu_en = 1;
		alu_op = 5'd12;
		RD = 0;
		WR = 0;
		psh = 0;
		pop = 0;
		hlt = 0;
		mov_en = 0;
	end
	6'd37: begin
		bra = 0;
		immediate = 1;
		alu_en = 1;
		alu_op = 5'd13;
		RD = 0;
		WR = 0;
		psh = 0;
		pop = 0;
		hlt = 0;
		mov_en = 0;
	end
	6'd38: begin
		bra = 0;
		immediate = 1;
		alu_en = 1;
		alu_op = 5'd14;
		RD = 0;
		WR = 0;
		psh = 0;
		pop = 0;
		hlt = 0;
		mov_en = 0;
	end
	6'd39: begin
		bra = 0;
		immediate = 0;
		alu_en = 1;
		alu_op = 5'd15;
		RD = 0;
		WR = 0;
		psh = 0;
		pop = 0;
		hlt = 0;
		mov_en = 0;
	end
	6'd40: begin
		bra = 0;
		immediate = 0;
		alu_en = 1;
		alu_op = 5'd16;
		RD = 0;
		WR = 0;
		psh = 0;
		pop = 0;
		hlt = 0;
		mov_en = 0;
	end
	6'd41: begin
		bra = 0;
		immediate = 0;
		alu_en = 1;
		alu_op = 5'd18;
		RD = 0;
		WR = 0;
		psh = 0;
		pop = 0;
		hlt = 0;
		mov_en = 0;
	end
	6'd42: begin
		bra = 0;
		immediate = 0;
		alu_en = 1;
		alu_op = 5'd19;
		RD = 0;
		WR = 0;
		psh = 0;
		pop = 0;
		hlt = 0;
		mov_en = 0;
	end
	6'd43: begin
		bra = 0;
		immediate = 0;
		alu_en = 1;
		alu_op = 5'd20;
		RD = 0;
		WR = 0;
		psh = 0;
		pop = 0;
		hlt = 0;
		mov_en = 0;
	end
	6'd58: begin
		bra = 0;
		immediate = 0;
		alu_en = 0;
		RD = 0;
		WR = 0;
		psh = 0;
		pop = 0;
		hlt = 0;
		mov_en = 1;
	end
	6'd59: begin
		bra = 0;
		immediate = 1;
		alu_en = 0;
		RD = 0;
		WR = 0;
		psh = 0;
		pop = 0;
		hlt = 0;
		mov_en = 1;
	end
	6'd60: begin
		bra = 0;
		immediate = 0;
		alu_en = 0;
		RD = 0;
		WR = 0;
		psh = 1;
		pop = 0;
		hlt = 0;
		mov_en = 0;
	end
	6'd61: begin
		bra = 0;
		immediate = 0;
		alu_en = 0;
		RD = 0;
		WR = 0;
		psh = 0;
		pop = 1;
		hlt = 0;
		mov_en = 0;
	end
	6'd62: begin
		bra = 0;
		immediate = 0;
		alu_en = 0;
		RD = 0;
		WR = 0;
		psh = 0;
		pop = 0;
		hlt = 0;
		mov_en = 0;
	end
	6'd63: begin
		bra = 1;
		immediate = 0;
		alu_en = 0;
		RD = 0;
		WR = 0;
		psh = 0;
		pop = 0;
		hlt = 1;
		mov_en = 0;
	end
  endcase
end
end
endmodule
==> /design/flow/run.sh <==
#!/bin/bash
# OpenROAD 26Q1-2900-gdf79404cd8, Yosys 0.63+post, stock flow scripts
make -C /OpenROAD-flow-scripts/flow DESIGN_CONFIG=/design/flow/config.mk WORK_HOME=/design/flow/orfs finish
==> /design/flow/config.mk <==
export PLATFORM = sky130hd
export DESIGN_NAME = Control_Unit
export DESIGN_NICKNAME = Control_Unit
export VERILOG_FILES = /design/flow/design.v
export SDC_FILE = /design/flow/constraint.sdc
export NUM_CORES = 4
export LEC_CHECK = 1
export CORE_UTILIZATION = 30
==> /design/flow/constraint.sdc <==
current_design Control_Unit

set clk_period 3.5
set clk_io_pct 0.2

create_clock -name clk0 -period $clk_period [get_ports {clk}]

set non_clock_inputs [all_inputs -no_clocks]
set_input_delay [expr $clk_period * $clk_io_pct] -clock clk0 $non_clock_inputs
set_output_delay [expr $clk_period * $clk_io_pct] -clock clk0 [all_outputs]
==> out/results.ini <==
[outcome]
status = completed

[die]
die_h_microns = 70.3
fp_util_pct = 31.7
die_w_microns = 70.3
ioPinCount = 58
dieArea_sq_um = 4940
rows = 24
core_sq_um = 4410

[final_timing]
setup_viol = 0
maxSlewHeadroom_pct = 47.9
max_freq_mhz = 382
min_period_ns = 2.62
worst_pin_slew_ns = 0.780
fin_crit_sh_pct = 74.7
skew_ns = 0
fin_ws_ns = 0.885
hold_viol_final = 0
drv_slew = 0
rsz0062_at_grt = no
tns_ns = 0

[routing]
drt_iter0_drc = 82
drt_wl_total_microns = 3220
vias_per_cell = 5.13
ant_nets = 0
drtPass1Iterations = 4
drc = 0
routedWlPerCell_microns = 12.7
insertedDiodeCount = 0
vias = 1299

[global_routing]
grt_antenna_before_repair = 0
overflow = 0
grt_pass1_wl_microns = 5320
track_usage_pct = 13.5
grt_start_max_net_pins = 25
grt_pass1_vias = 1156

[cells_and_area]
regArea_sq_um = 531
logic_area_sq_um = 668
final_layout_size_suffix_gt1_share_pct = 6.97
filler_cell_count = 421
fin_util_pct = 43.3
syn_to_final_growth_pct = 36.9

[synth]
numSynthFlops = 24
ys_warn_count = 1
yosysChipArea_sq_um = 1400
synth_cells = 162
ys_async_sr_fraction_pct = 0
ys_seq_share_pct = 38.0
top_area_cell = dfxtp_1
ff_type = dfxtp_1
ys_types = 50
top_cell_area_share_pct = 27.2
edf_count = 5
synthMostInstantiatedCell = dfxtp_1
netlist_area_sq_um = 1400
top_cells_by_count = 19 x dfxtp_1, 17 x a21oi_1, 17 x buf_4, 15 x nor2_1, 11 x o21ai_0
yosysCellCount = 162
area_leaders = dfxtp_1 27%, edfxtp_1 11%, buf_4 9.1%
syn_avg_cell_area_sq_um = 8.63

[setup_path]
cp.arrival_ns = 2.54
max_stage_delay_ns = 0.75
crit_path_end_kind = flop
critPathLaunchType = primary input
worst_r2r_path_depth = 2
cp_slowest_cell = clkdlybuf4s50_1
crit_required_ns = 3.42
critPathMaxFanout = 21
worstPathCellList = clkdlybuf4s50_1 -> and2_1 -> o21ai_0 -> nand3_1 -> nor2_1
critPathKind = in -> reg

[clocking]
holdBufCountCts = 0
clk_path_buf_depth = 2
cts_tree = done
ctsResizeCount = 0
htree_levels = 1
cts_setup_buffers = 0
cts_buffers = 3
cts_num_sinks = 24
insertion_delay_ns = 0.26
clk_pin_slew_ns = 0.08
cts_root_buf = clkbuf_8

[power_and_ir_drop]
p_leak_nw = 0.670
ir_drop_uv = 255
p_per_area_nw_per_um2 = 312

[worst_hold_path]
hold_path_class = reg -> reg
hold_depth = 2

[placement]
hpwl_microns = 2410
post-place-ws_ns = 0.610
portBuffers = 57
gp_congestion = 0.975

[job]
maxCapViolCount = 0
warning_count = 25

-- metal layers --
layer	part of all wire [%]	GRT usage, %	wire (microns)	vias to the layer above
li1	-	-	-	656
met1	47	20.0	1500	585
met2	47	21.8	1520	56
met3	5.7	2.77	183	2
met4	0.31	0.444	10	0
met5	0	0	0	-
-- where the power goes --
part / internal, mW / total [mW] / switching, mW
clock network: 0.0783 / 0.161 / 0.0826
registers: 0.295 / 0.300 / 0.00484
logic: 0.0769 / 0.136 / 0.0589
total: 0.450 / 0.597 / 0.146
-- cell families after synthesis --
family          count (synthesis)  synth area share [%]
compound gates                 55                  26.9
fa+ha+maj                       1                 0.806
buf+inv                        29                  14.2
flops                          24                  38.0
mux                             1                 0.716
simple gates                   52                  19.4
-- critical path, delay by kind of cell --
family          cells  cell delay [ns]
buf+inv             1             0.75
compound gates      1             0.25
simple gates        3             0.84
-- placed cells by master, fill, tap and decap left out, types with 3 or more instances in the layout --
cell type and instances:
clkdlybuf4s50_1 57, dfxtp_1 19, a21oi_1 17, nor2_1 15
o21ai_0 11, nand2_1 9, edfxtp_1 5, inv_1 4
nor3_1 4, nand2b_1 4, nor2b_1 3, a22oi_1 3
o221ai_1 3, clkbuf_8 3
-- registers in the layout (all words and copies together) (netlist names) --
name / count
BADR: 5
alu_op: 5
imm_value: 4
RD: 1
WR: 1
alu_en: 1
bra: 1
hlt: 1
immediate: 1
ir9sel: 1
mov_en: 1
pop: 1
psh: 1
-- path summary, 6_finish.rpt --
kind,slack (ns),endpoint,startpoint
hold reg to reg,0.46,RD,RD
hold / removal,0.46,RD,RD
setup reg to reg,2.65,immediate,immediate
setup / recovery,0.88,alu_op[1],IR[12]
-- stage by stage --
stage,cells,area (sq um),power (mW),hold WS (ns)
floorplan,162,1400,0.383,0.417
global placement,249,1870,0.443,0.449
detailed placement,249,1870,0.442,0.448
CTS,253,1910,0.605,0.464
global route,253,1910,0.632,0.502
finish,253,1910,0.597,0.456
-- layout make-up --
class                   count  area share (%)
flip-flops and latches     24            27.7
well taps                  52            3.40
inverters                   5           0.981
clock inverters             1           0.196
clock buffers               3            2.16
repair buffers             59            30.6
multi-input cells         109            34.9
Power is estimated from default activity; no workload was simulated.
