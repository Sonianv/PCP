$ cat /design/flow/design.v
`timescale 1ns / 1ps
module rgst #(parameter N=16)(
    input clk, rst, en,
    input [N-1:0]resetval,
    input [N-1:0] d,
    output reg [N-1:0] q 
);
always @(posedge clk) begin
	if(rst != 0)
		q <= resetval;
	else if(en)
		q <= d;
end
endmodule
$ cat /design/flow/run.sh
#!/bin/bash
# OpenROAD 26Q1-2900-gdf79404cd8, Yosys 0.63+post, stock flow scripts
make -C /OpenROAD-flow-scripts/flow DESIGN_CONFIG=/design/flow/config.mk WORK_HOME=/design/flow/orfs finish
$ cat /design/flow/config.mk
export PLATFORM = sky130hd
export DESIGN_NAME = rgst
export DESIGN_NICKNAME = rgst
export VERILOG_FILES = /design/flow/design.v
export SDC_FILE = /design/flow/constraint.sdc
export NUM_CORES = 4
export LEC_CHECK = 1
export CORE_AREA = 10 10 92 92
export DIE_AREA = 0 0 102 102
$ cat /design/flow/constraint.sdc
current_design rgst

set clk_period 1.5
set clk_io_pct 0.2

create_clock -name clk0 -period $clk_period [get_ports {clk}]

set non_clock_inputs [all_inputs -no_clocks]
set_input_delay [expr $clk_period * $clk_io_pct] -clock clk0 $non_clock_inputs
set_output_delay [expr $clk_period * $clk_io_pct] -clock clk0 [all_outputs]
==> flow_summary.ini <==
; implementation run metrics
[synthesis]
ys_cells = 35
yosys_area_um2 = 732
ys_seq_share_pct = 65.6
synth_cell_types = 6
synth.cell_area_um2 = 732
yosysTopAreaCell = edfxtp_1
top_cells_by_area = edfxtp_1 66%, mux2_4 18%, mux2_2 11%
top_cell_area_share_pct = 65.6
ys.flops = 16
avgSynthCellArea_um2 = 20.9
synthesis.instances = 35
yosysWarnings = 1

[setup_path]
crit_fanout = 1
crit_chain = clkdlybuf4s50_1
slowest_delay_ns = 0.50
critPathRequiredTime_ns = 1.20
cp-start-kind = flip-flop
slowest_stage = clkdlybuf4s50_1
critical_path_arrival_ns = 1.07
cpLargestDelayFamily = buffers and inverters
critical_path_class = flip-flop to output pin
path_buffers = 1
critPathCaptureType = output pin

[route]
drt-total-wl_mm = 2.16
num_vias = 501
antenna-diode-count = 0
routed_via_density = 3.02
postRouteAntennaNets = 0
detail_route.first_pass.iterations = 3
wl_per_cell_um = 13.0
drt_iter0_markers = 12
drc_errors = 0

[finish]
layout-drive-gt1-share_pct = 23.6
largest_register = q
largest_reg_flops = 16
fillers = 694
syn2layout_area_growth_pct = 88.9
reg.largest.list = q x16
stdcell_count = 166

[die]
die_width_um = 102
coreArea_mm2 = 0.00646
ioPinCount = 51
die_h_um = 102
rows = 29
initCoreUtil_pct = 11.3
chipArea_mm2 = 0.0104

[sta]
hold_violations = 0
setup_ws_ns = 0.129
setup-violations-final = 0
min_period_ns = 1.37
slew_violations = 0
final.setup.tns_ns = 0
relSlewSlack_pct = 91.8
min_period_over_period_pct = 91.4
worst_slew_pin_slew_ns = 0.123
rsz0062_at_grt = no
fmax_mhz = 730

[place]
gp_congestion = 0.715
dpl.cell_count = 162
dpl.hpwl_mm = 1.85
pre_cts_ws_ns = -0.132
port_buffers = 50

[cts]
clk_pin_slew_ns = 0.06
cts.sinks = 16
post_cts_buffers = 0
cts_buffers = 3
cts_resized = 0
cts_tree = done
cts_max_level = 1
hold_buffers = 0
ctsLongestPathBuffers = 2
cts_root_buf = clkbuf_8

[grt]
grt_pass1_wl_mm = 3.07
antenna_found_initial = 0
grt-ovfl-total = 0
grt.total_usage_pct = 4.01
grt_pass1_vias = 559
grt_max_degree = 18

[power]
total_power_mw = 1.14
p_leak_nw = 0.504
peakVddDrop_v = 0.000301
power_density_mw_per_mm2 = 822

[outcome]
status = finished, final reports clean

[min_path]
holdCritPathClass = input pin to flip-flop

[flow_run]
cap_viol_max_count = 0
warnings = 25
-- worst paths after layout --
path	from	end	slack [ns]	depth (start not counted)
hold / removal	resetval[9]	q[9]	0.74	2
setup / recovery	q[11]	q[11]	0.13	1
-- report_power, final --
group	internal [mW]	switching, mW
logic	0.204	0.0541
registers	0.549	0.0117
clock network	0.181	0.137
total	0.934	0.202
-- cells in the final DEF (no fill, tap or decap) --
master           instances
buf_12                   2
clkbuf_8                 3
clkdlybuf4s50_1         50
clkinv_1                 1
edfxtp_1                16
mux2_2                   7
mux2_4                   9
or2_1                    1
-- per-stage QoR --
| stage | hold slack (ns) | cell area, µm² | util (%) |
|---|---|---|---|
| detailed placement | 0.984 | 1340 | 20.7 |
| floorplan | 0.517 | 732 | - |
| finish | 0.736 | 1380 | 21.4 |
| global placement | 0.982 | 1340 | 20.7 |
| CTS | 0.731 | 1380 | 21.4 |
| global route | 0.729 | 1380 | 21.4 |
-- cell families after synthesis --
family / after synthesis / share of synthesized area [%]
and+or+nand+nor: 1 / 0.855
buffers and inverters: 2 / 4.27
muxes: 16 / 29.2
DFF: 16 / 65.6
-- cells in the mapped netlist, drive strengths merged --
| cell | count |
|---|---|
| buf | 2 |
| or2 | 1 |
| edfxtp | 16 |
| mux2 | 16 |
-- layer usage --
metal	up-vias	GRT usage, %	share of wire (%)
li1	243	-	-
met5	-	0	0
met2	42	5.28	39
met1	216	5.00	40
met4	0	0	0
met3	0	3.75	21
-- area by class of cell --
class                           instances  area [µm²]  share of cell area, %
Tap cell                               77        96.3                   6.97
Clock buffer                            3        41.3                   2.99
Sequential cell                        16         480                   34.8
Timing Repair Buffer                   52         541                   39.1
Clock inverter                          1        3.75                  0.271
Multi-Input combinational cell         17         220                   15.9
