==> flow/design.v <==
`timescale 1ns / 1ps
module stackpointer #(parameter N=9)(
    input psh, pop,
    input [N-1:0] d,
    output [N-1:0] q 
);
assign q = psh ? (d - 1) : ( pop ? (d + 1) : d);
endmodule
==> flow/run.sh <==
#!/bin/bash
# OpenROAD 26Q1-2900-gdf79404cd8, Yosys 0.63+post, stock flow scripts
make -C /OpenROAD-flow-scripts/flow DESIGN_CONFIG=/design/flow/config.mk WORK_HOME=/design/flow/orfs finish
==> flow/config.mk <==
export PLATFORM = sky130hd
export DESIGN_NAME = stackpointer
export DESIGN_NICKNAME = stackpointer
export VERILOG_FILES = /design/flow/design.v
export SDC_FILE = /design/flow/constraint.sdc
export NUM_CORES = 4
export LEC_CHECK = 1
export CORE_AREA = 10 10 70 70
export DIE_AREA = 0 0 80 80
==> flow/constraint.sdc <==
current_design stackpointer

set clk_period 3.2
set clk_io_pct 0.2

create_clock -name clk0 -period $clk_period

set non_clock_inputs [all_inputs -no_clocks]
set_input_delay [expr $clk_period * $clk_io_pct] -clock clk0 $non_clock_inputs
set_output_delay [expr $clk_period * $clk_io_pct] -clock clk0 [all_outputs]
==> metrics.log <==
[flow] final metrics
[metrics] die width: around 80 µm
[metrics] share of total power in combinational logic: 1.000
[metrics] Final Wtd Congestion: a little over 0.7
[metrics] number of rows in the core area: 21
[metrics] sequential cells: 0
[metrics] Max FO, Critical Path: 4
[metrics] category of the worst setup path launch point: primary input
[metrics] global-route wire length before repair: between 1.5 and 2 mm
[metrics] Syn. warnings: 0
[metrics] share of power burned in registers: 0
[metrics] Fmax achieved: 0.3303 GHz
[metrics] # Cells Yosys: between 40 and 50
[metrics] Vert. Die Dim: 80 µm
[metrics] detailed-route vias per instance: 3.237
[metrics] final cell count without fillers: about 110
[metrics] post-layout util: 0.1795
[metrics] number of max-slew violations in the final report: 0
[metrics] combined area of all synthesized cells: 304.0 µm²
[metrics] final total power: between 60 and 70 µW
[metrics] arrival time reported for the critical path endpoint: 2.39 ns
[metrics] largest cells by area after synthesis: xnor2_1 (14%), xor2_1 (8.6%), ha_1 (8.2%)
[metrics] Reg area: 0 µm²
[metrics] comb area leader: simple AND/OR/NAND/NOR gates
[metrics] internal power consumption: 40.09 µW
[metrics] count of mapped cells out of synthesis: ~42
[metrics] aoi/oai-family share of the synthesized area: 0.1358
[metrics] routed wire length: 1.002 mm
[metrics] list of most frequent post-synthesis cells: nand2_1 (5), xnor2_1 (5), nor2_1 (4)
[metrics] share of final-layout standard cells stronger than drive strength 1: 0.1765
[metrics] number of DRC markers in iteration 0: 14
[metrics] Critical Path Sink Type: output pin
[metrics] unrepaired setup endpoints after global routing: no
[metrics] worst hold path depth: 3
[metrics] chip area: 0.006400 mm²
[metrics] final worst path period share: 0.9461
[metrics] iteration tally of the first detailed-router pass: 4
[metrics] library cells used by synthesis: 23
[metrics] HPWL after detailed placement: between 800 and 900 µm
[metrics] I/O pin cnt: 20
[metrics] aggregate global-route resource usage: 0.03163
[metrics] Hold WC Path Type: primary input to output pin
[metrics] count of clock-net buffers in the final layout: 0
[metrics] Antenna Cells: 0
[metrics] standard cell core area: 0.003416 mm²
[metrics] simple-gate area share of the yosys netlist: 0.4115
[metrics] global-route congestion overflow total: 0
[metrics] maxcap violations: 0
[metrics] Hold Path Sink: q[6]
[metrics] chip area from the yosys synthesis statistics: 304.0 µm²
[metrics] Period minus WS final: 3.028 ns
[metrics] pin count of the biggest net entering global routing: 8
[metrics] area delta synth->final: 101.6%
[metrics] ratio of total power to cell area: 99.94 mW/mm²
[metrics] sequential cell area fraction in the yosys report: 0
[metrics] net switching power: 21.18 µW
[metrics] number of global-route vias before repair: about 370
[metrics] wire per inst: 8.789 µm
[metrics] worst slew margin relative to its limit: 0.8429
[metrics] number of antenna violations at the first check in global routing: 0
[metrics] adder-cell share of the synthesized area: 0.08230
[metrics] WP data required: 2.56 ns
[metrics] slew of the pin with the lowest slew margin: 0.2352 ns
[metrics] post-route antenna net violation count: 0
[metrics] post-synthesis average cell area: 7.239 µm²
[metrics] number of warning messages in the logs: 33
[metrics] status: finished clean
[metrics] Hold Startpoint: d[6]
[metrics] total DRC errors in the routed layout: 0
[metrics] leakage power of the design: between 0.2 and 0.3 nW
[metrics] Starting Density: 0.08901
[metrics] dpl cells: 114
[metrics] kind of critical path: primary input to output pin
[metrics] worst ir drop on vdd: between 0.04 and 0.05 mV
[metrics] input/output buffers: 20
[metrics] Switching Fraction: 0.3457
[metrics] clock share of power: 0
[metrics] Final Hold Violating Endpoints: 0
[metrics] setup-violating endpoint count in the final report: 0
[metrics] vias after detailed routing: 369
[metrics] mux frac, synth: 0.03292
[metrics] Max-area cell share: 0.1440
[metrics] most area-hungry cell type in the Yosys netlist: xnor2_1
[metrics] Synth Area in XOR/XNOR: 0.2305
-- how the worst max path moves through the flow --
stage | from | end | cells after the start
finish | d[0] | q[6] | 8
global route | d[0] | q[6] | 8
CTS | d[3] | q[7] | 6
-- routing by layer --
metal	routed length (µm)	up-vias	track usage
li1	-	201	-
met1	484	152	0.04614
met2	331	16	0.04173
met3	187	0	0.01705
met4	0	0	0
met5	0	-	0
-- worst max-delay path: stages --
cell and delay, ns:
dlygate4sd2_1 0.27, inv_1 0.09, ha_1 0.17, nand3b_1 0.09, or4_1 0.40, nand2_1 0.10
xor2_1 0.15, clkdlybuf4s50_1 0.48
-- layout make-up --
cell class | instances | area, µm²
fillers | 395 | 2803
inverters | 2 | 7.507
multi-input cells | 38 | 275.3
well taps | 46 | 57.56
repair buffers | 28 | 272.8
-- metrics by stage --
stage          setup slack [ns]  TNS [ns]  hold WS (ns)  area, µm²
6_report                 0.1724         0         1.906      613.1
5_1_grt                 0.06656         0         1.933      613.1
4_1_cts                0.008030         0         2.057      594.3
3_5_place_dp           -0.06746  -0.07203         2.224      596.8
3_3_place_gp           -0.02429  -0.03570         2.227      596.8
2_1_floorplan             1.002         0         1.309      304.0
-- power by group through the flow --
| stage | clock network, mW | logic [mW] | registers, mW |
|---|---|---|---|
| after CTS | 0 | 0.0635 | 0 |
| after global routing | 0 | 0.0688 | 0 |
| final | 0 | 0.0613 | 0 |
-- repair_timing --
action / 4_1_cts / 5_1_grt
buffers inserted: 0 / 0
pin swaps: 0 / 1
setup endpoints to repair: 2 / 2
hold endpoints to repair: 0 / 0
hold buffers: 0 / 0
resized: 3 / 7
-- cells in the final DEF (no fill, tap or decap) --
cell / count
nor3b_1: 1
xor2_1: 3
or4_4: 1
clkdlybuf4s50_1: 12
o21ai_0: 1
nor2_1: 4
dlymetal6s2s_1: 6
o21ai_1: 1
nor3_2: 1
or4_1: 1
o21ai_2: 1
a21oi_2: 1
buf_4: 8
nand4b_1: 1
a211oi_1: 1
mux2i_1: 1
and4b_1: 1
nand3b_1: 1
xnor2_1: 5
dlygate4sd2_1: 2
nand2_1: 5
or4b_1: 1
ha_1: 2
a21oi_1: 2
inv_1: 2
nor2b_1: 1
nand4_1: 2
-- kinds of logic after synthesis --
| logic type | after synthesis |
|---|---|
| and+or+nand+nor | 20 |
| xor gates and xnor gates | 8 |
| muxes | 1 |
| buffers and inverters | 4 |
| adders and majority gates | 2 |
| AOI/OAI and AO/OA | 7 |
Power figures rest on the tool's default switching activity, not on a simulated workload.
